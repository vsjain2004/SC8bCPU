<file path="config.mk">
export PLATFORM = sky130hd
export DESIGN_NAME = memory
export DESIGN_NICKNAME = memory
export VERILOG_FILES = /design/flow/design.v
export SDC_FILE = /design/flow/constraint.sdc
export NUM_CORES = 4
export LEC_CHECK = 1
export CORE_UTILIZATION = 50
</file>
<file path="constraint.sdc">
current_design memory

set clk_period 2.2
set clk_io_pct 0.2

create_clock -name clk0 -period $clk_period [get_ports {clk}]

set non_clock_inputs [all_inputs -no_clocks]
set_input_delay [expr $clk_period * $clk_io_pct] -clock clk0 $non_clock_inputs
set_output_delay [expr $clk_period * $clk_io_pct] -clock clk0 [all_outputs]
</file>
<file path="design.v">
module memory #(parameter data_width = 8, addr_width = 3)(clk, data, we, addr, q);
	input clk;
	input [addr_width-1:0] addr;
	input [data_width-1:0] data;
	input we;
	output [data_width-1:0] q;
	reg [data_width-1:0] ram [0:(1<<addr_width)-1];
	always @(posedge clk) begin
		if (we) begin
        ram[addr] <= data;
		end
	end
	assign q = ram[addr];
endmodule
</file>
<file path="run.sh">
#!/bin/bash
# OpenROAD 26Q1-2900-gdf79404cd8, Yosys 0.63+post, stock flow scripts
make -C /OpenROAD-flow-scripts/flow DESIGN_CONFIG=/design/flow/config.mk WORK_HOME=/design/flow/orfs finish
</file>
==> notes.md <==
yosys + openroad results -> Flops after synth=64, clk slew on worst S/H paths=~0.060 ns, GR Overflow Total=0, Comb pwr share=0.093, Detailed Place HPWL=a little under 3 mm, logic area=about 570 um2, Pre-antenna DRT Iters=4, Reg area=just under 0.002 mm2, pwr/cell area=755 mW/mm2, vias=between 1k and 1.5k, Top Ports=21, outcome=finished clean, die outline width=around 73 um, final hold vios=0, hold buffers post-CTS=0, area of the core=0.00482 mm2, CP max FO=7, Die Ht=73.5 um, yosys stat area=roughly 0.0026 mm2, Ys Warns=1, Avg Cell Area, Syn=21.1 um2, EDFF count, synth=between 60 and 70, post-route minimum period=2.15 ns, cell with the most instances after synthesis=edfxtp_1, WL final=4.75 mm, Antenna Nets Post-Route=0, Commonest flop=edfxtp_1, Die Size=0.00540 mm2, Worst setup EP type=output pin, mapped cell area=0.00255 mm2, Root Driver=clkbuf_8, Max VDD drop=429 uV, GRT Util Overall=0.214, Avg WL per Cell=18.9 um, NetSw=0.484 mW, max reg flops=about 64, CTS tree=built, worst hold slack=0.841 ns, biggest area cells=edfxtp_1 (75%), mux4_2 (7.1%), mux4_1 (4.1%), mux2_4 (3.5%), nor2_1 (1.0%), Pwr Total=between 2 and 3 mW, cell taking the most area after synthesis=edfxtp_1, Top cell area share=0.752, Biggest register=ram, asr flop ratio synth=0, dpl cells=226, Setup WS post-layout=0.0499 ns, first-pass GRT wire length=slightly above 7 mm, port bufs=20, H-tree levels=3, Yosys Instances=around 120, Rows=25, Net Sw Frac=0.192, max_slew headroom=0.805, CTS Buffer Depth=2, antenna violations before repair=0, share of layout cells above drive strength 1=0.380, Peak Freq=465 MHz, Vias per Instance=5.39, Num CTS Buffers=9, measured slew at the worst slew-check pin=around 0.29 ns, Synth Instances=121, sequential share of power=0.553, Post-synth seq share=0.752, Non-Filler Instances=251, CP Class=input pin to output pin, RSZ-0062 raised after global routing=no, Post-synth top cells=edfxtp_1 (64), mux4_2 (8), nor2_1 (7), P&R area growth vs syn=30.5%, Diodes inserted=0, tool warnings=26, Setup violations, final=0, leakage power=1.22 nW, final slew viol count=0, CP required=1.76 ns, DR DRC count=0, Worst Hold Class=input pin to flop, startpoint types=input pin, Arrival @ worst endpoint=about 1.7 ns, clk sink count=about 64, fillers=approximately 320, Clock power frac=0.354, vias in the first global route=1,404, routability cong.=0.795, FP Core Util=0.530, cell internal pwr=2.03 mW, Initial DRC Count=slightly below 90, Final period util=0.977, # Max-Cap Violations=0, largest net degree at the start of global routing=14, Cell Type Count=27, DP Worst Slack=-0.639 ns, top flop regs=ram (64)
## cell type report
type | instances | area share
Clock inverter | 6 | 0.0150
Tap cell | 67 | 0.0251
Inverter | 1 | 0.00113
Timing Repair Buffer | 54 | 0.172
Clock buffer | 10 | 0.0383
Sequential cell | 64 | 0.576
Multi-Input combinational cell | 49 | 0.172
## worst max-delay path, cell delays in order
cell and delay, ns:
buf_8 0.09, buf_12 0.13, buf_6 0.09, mux4_2 0.49, mux2_4 0.28, clkdlybuf4s15_1 0.18
## cells by family (layout without fill, tap and decap cells)
family / count (synthesis) / in the layout / synth area share
AND-OR/OR-AND: 7 / 7 / 0.0220
buffers and inverters: 8 / 71 / 0.0225
flip-flops: 64 / 64 / 0.752
multiplexers: 23 / 23 / 0.168
AND/OR/NAND/NOR: 19 / 19 / 0.0353
## per-stage QoR
step / setup TNS (ns) / utilization / cell area (um2)
after floorplan: 0 / - / 2550
after global placement: -4.63 / 0.625 / 3010
after detailed placement: -4.78 / 0.625 / 3010
after CTS: -0.381 / 0.679 / 3270
after global routing: 0 / 0.692 / 3330
final: 0 / 0.692 / 3330
## layout by cell type (no fill, tap or decap), types with 2 or more instances in the layout
| cell | count |
|---|---|
| dlygate4sd2_1 | 2 |
| mux4_2 | 12 |
| clkinv_1 | 4 |
| mux2i_1 | 2 |
| mux2_2 | 2 |
| clkdlybuf4s50_1 | 9 |
| mux2_4 | 6 |
| dlymetal6s2s_1 | 3 |
| nand2b_1 | 2 |
| clkdlybuf4s15_1 | 4 |
| clkbuf_8 | 9 |
| buf_8 | 2 |
| buf_12 | 3 |
| buf_4 | 22 |
| nor2_1 | 6 |
| nor3_1 | 2 |
| nand2_1 | 4 |
| edfxtp_1 | 64 |
| buf_6 | 5 |
| nand3_1 | 2 |
## power by group through the flow
stage / registers (mW) / logic (mW) / clock network (mW)
finish: 1.39 / 0.235 / 0.890
global route: 1.39 / 0.254 / 0.970
CTS: 1.39 / 0.228 / 0.916
## layer usage
layer	track usage	share of wire	vias up
li1	-	-	614
met1	0.340	0.39	674
met2	0.307	0.50	59
met3	0.115	0.092	6
met4	0.0342	0.014	0
met5	0	0	-
## final timing paths
path,start,endpoint,slack [ns],cells past startpoint
worst max-delay path,addr[0],q[4],0.05,6
worst min-delay path,data[0],ram[6][0],0.84,1
## what timing repair did
action / 4_1_cts / 5_1_grt
endpoints found under the hold margin: 0 / 0
buffers inserted: 2 / 4
gates cloned: 3 / 0
pin swaps: 0 / 2
endpoints found under the setup margin: 8 / 6
resized: 25 / 14
Power and IR drop assume default switching activity.
